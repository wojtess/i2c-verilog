## design.v

```verilog
module i2c_slave (
	input wire clk,               
	input wire rst_n,             
    input wire pin_scl,
    inout wire pin_sda,
    output reg [7:0] addr,
    output reg [7:0] data_in, 
    output reg data_in_ready, 
    input wire [7:0] data_out, 
    output reg data_out_en, 
    input wire data_out_ready 
);
reg sda_out;
assign pin_sda = sda_out ? 1'bz : 1'b0;
wire pin_scl_synced;
wire pin_sda_synced;
sync_pin sync_pin_scl(
    .pin(pin_scl),
    .clk(clk),
    .rst_n(rst_n),
    .pin_synced(pin_scl_synced)
);
sync_pin sync_pin_sda(
    .pin(pin_sda),
    .clk(clk),
    .rst_n(rst_n),
    .pin_synced(pin_sda_synced)
);
reg [5:0] state;
reg [5:0] next_state;
localparam IDLE = 5'b00000;
localparam RECIVING_ADDRESS = 5'b00001;
localparam RECIVING_DATA = 5'b00010;
localparam RECIVING_ADDRESS_ACK = 5'b00100;
localparam RECIVING_DATA_ACK = 5'b01000;
reg prev_sda;
reg prev_scl;
reg [2:0] counter;  
always@(posedge clk or negedge rst_n) begin
    if(!rst_n) begin
        state <= IDLE;
    end
    else begin
        state <= next_state;
    end
end
always@(posedge clk or negedge rst_n) begin
    if (!rst_n) begin
        prev_sda = 1'b0;
        prev_scl = 1'b0;
        sda_out <= 1'b1;
        next_state <= IDLE;
        addr <= 8'b0;
        counter <= 3'b0;
        data_in <= 8'b0;
        data_in_ready <= 1'b0;
    end
    else begin
        prev_sda <= pin_sda_synced;
        prev_scl <= pin_scl_synced;
        if(pin_scl_synced == 1'b1 && (prev_sda == 1'b0 && pin_sda_synced == 1'b1)) begin
            next_state <= IDLE;
        end else begin
            if(state == IDLE) begin
                if((prev_sda == 1'b1 && pin_sda_synced == 1'b0)   && (prev_scl == 1'b1 && pin_scl_synced == 1'b1)   ) begin
                    next_state <= RECIVING_ADDRESS;
                    counter <= 3'b111;
                end
            end
            if(state == RECIVING_ADDRESS) begin
                if(prev_scl == 1'b0 && pin_scl_synced == 1'b1  ) begin
                    addr[counter] <= pin_sda_synced;
                    counter <= counter - 1;
                    if(counter == 0) begin
                        next_state <= RECIVING_ADDRESS_ACK;
                    end
                end
            end
            if(state == RECIVING_DATA) begin
                if(prev_scl == 1'b0 && pin_scl_synced == 1'b1  ) begin
                    data_in[counter] <= pin_sda_synced;
                    counter <= counter - 1;
                    if(counter == 0) begin
                        next_state <= RECIVING_DATA_ACK;
                        data_in_ready <= 1'b1;
                        addr <= addr + 8'b1;
                    end
                end
            end
            if(data_in_ready == 1'b1) begin
                data_in_ready <= 1'b0;
            end
            if(prev_scl == 1'b1 && pin_scl_synced == 1'b0 && (state == RECIVING_ADDRESS_ACK || state == RECIVING_DATA_ACK)) begin
                sda_out <= 1'b0;
            end
            if(prev_scl == 1'b1 && pin_scl_synced == 1'b0  && sda_out == 1'b0) begin
                sda_out <= 1'b1;
                if(state == RECIVING_ADDRESS_ACK || state == RECIVING_DATA_ACK) begin
                    next_state <= RECIVING_DATA;
                end
            end
        end
    end
end
endmodule
module sync_pin(
    input wire pin,
    input wire clk,
    input wire rst_n,
    output reg pin_synced
);
reg pin_metastable1;
reg pin_metastable2;
always @(posedge clk or negedge rst_n) begin
    if (!rst_n) begin
        pin_metastable1 <= 1'b0;
        pin_metastable2 <= 1'b0;
        pin_synced <= 1'b0;
    end else begin
        pin_metastable1 <= pin;
        pin_metastable2 <= pin_metastable1;
        pin_synced <= pin_metastable2;
    end
end
endmodule
```

## run.sh

```bash
#!/bin/bash
# OpenROAD 26Q1-2900-gdf79404cd8, Yosys 0.63+post, stock flow scripts
make -C /OpenROAD-flow-scripts/flow DESIGN_CONFIG=/design/flow/config.mk WORK_HOME=/design/flow/orfs finish
```

## config.mk

```make
export PLATFORM = sky130hd
export DESIGN_NAME = i2c_slave
export DESIGN_NICKNAME = i2c_slave
export VERILOG_FILES = /design/flow/design.v
export SDC_FILE = /design/flow/constraint.sdc
export NUM_CORES = 4
export LEC_CHECK = 1
export CORE_UTILIZATION = 30
```

## constraint.sdc

```tcl
current_design i2c_slave

set clk_period 3.0
set clk_io_pct 0.2

create_clock -name clk0 -period $clk_period [get_ports {clk}]

set non_clock_inputs [all_inputs -no_clocks]
set_input_delay [expr $clk_period * $clk_io_pct] -clock clk0 $non_clock_inputs
set_output_delay [expr $clk_period * $clk_io_pct] -clock clk0 [all_outputs]
```

==> run summary <==
run results: total CTS buffers 5, worst setup margin 1.14 ns, pre-CTS setup slack 1.19 ns, Detail Route Antenna Nets 0, clock tree root buffer cell clkbuf_8, Iteration-0 DRC Markers 59, Sw Share 0.212, Seq pwr share 0.596, final hold violations 0, CP required 3.17 ns, max-cap violations 0, post-route clock skew 0.00785 ns, initial antenna violation count 0, first-pass GRT wire length 5.30 mm, vias in the first global route 1121, fraction of layout cells with a size suffix above 1 0.113, synthesized area 1650 µm², CP max stage delay 0.58 ns, clk latency of the worst-skew pair 0.29 ns, Yosys Instances 134, cell area power density 426 nW/µm², Synth Seq Share 0.561, Period minus WS final 1.86 ns, H-tree depth 2, CP Cell Sequence or4_1, nor4_2, a41oi_1, and2_1, maximum vdd drop 0.216 mV, hpwl dp 2.22 mm, Fin Hold WS 0.351 ns, I/O Pins 31, post_cts resized 0, GRT Total Usage 0.114, Critical Path Sink next_state[0]$_DFF_PN0_, Hold Crit Start sync_pin_scl.pin_metastable1$_DFF_PN0_, drt pass-1 iters 4, number of port buffers 19, WL/cell 13.3 µm, Setup crit end kind register, routed wire length 3.07 mm, Die Y 76.3 µm, clk slew on worst S/H paths 0.07 ns, cts hold-fix bufs 0, reg2reg setup slack 1.14 ns, Core Util at FP 0.318, DR vias/cell 4.74, Yosys Chip Area 1650 µm², die area 5810 µm², Placed Area 1920 µm², clk sinks 37, Syn Area/Cell 12.3 µm², Worst Setup Start Kind register, Lkg Pwr 0.881 nW, fillers 505, worst-path maximum fanout 5, Final GP Congestion 0.808, Flops after synth 37, crit path max-delay cell type or4_1, tool warnings 38, Critical R2R Capture next_state[0]$_DFF_PN0_, Post-CTS Setup Bufs 0, yosys warns 4, ant diodes 0, crit share post-route 0.619, fin. max-slew vios 0, Clock Tree Buf Depth 2, Layout area overhead 21.3%, Clock Power Share 0.378, reg2reg start state[0]$_DFF_PN0_, crit path from state[0]$_DFF_PN0_, internal power 674 µW, routed via count 1090, post-route cell area 2010 µm², crit path DAT 2.03 ns, Max Clk Rate 538 MHz, DRC Markers 0, distinct lib cells 39, Setup violations, final 0, Mapped Cells 134, setup TNS 0 ns, reg2reg path depth 4, die width 76.3 µm, gr ovfl total 0, outcome completed, Core Util, Final 0.386, type of the worst min-delay path register to register, RSZ-0062 raised after global routing false, CTS tree yes, CP Class register to register, Core Region 5200 µm², Comb pwr share 0.025, largest net degree at the start of global routing 38, FP Rows 26, Psw 181 µW
[power by group through the flow]
stage | sequential, mW | combinational (mW) | clock, mW
6_report | 0.510 | 0.0217 | 0.323
5_1_grt | 0.510 | 0.0251 | 0.355
4_1_cts | 0.510 | 0.0228 | 0.331
[metal layers]
layer / global-route usage / wire length [µm] / vias up
met5: 0 / 0 / -
met4: 0.0269 / 71 / 0
met3: 0.0122 / 84 / 7
met2: 0.168 / 1370 / 22
met1: 0.185 / 1540 / 528
li1: - / - / 533
[cell type report]
cell class / instances / area [µm²] / area share
clock buffer: 6 / 72.6 / 0.0362
sequential: 37 / 927 / 0.462
clock inverter: 2 / 10.0 / 0.00499
multi-input combinational: 91 / 697 / 0.347
tap: 70 / 87.6 / 0.0436
inverter: 4 / 15.0 / 0.00748
timing repair buffer: 20 / 198 / 0.0985
[synthesized netlist by cell type]
master	count	area share
xnor2_1	7	0.037
a21oi_1	5	0.015
nand4b_1	1	0.0053
o221ai_1	1	0.0053
dfrtp_1	36	0.54
xor2_1	2	0.011
and2_0	1	0.0038
nor2b_1	2	0.0076
and2_1	3	0.011
a41oi_1	2	0.011
clkbuf_1	1	0.0023
nand2b_1	2	0.0076
and4_1	1	0.0053
o211ai_1	1	0.0045
or4_1	2	0.0091
nand2_2	1	0.0038
nor3b_1	2	0.0091
nor4b_2	1	0.0091
ha_1	6	0.045
nor3_2	1	0.0061
nand4_1	2	0.0076
mux2i_1	2	0.012
nand3_1	6	0.018
o21a_1	2	0.0091
o21ai_0	7	0.021
or2b_1	1	0.0045
conb_1	1	0.0023
inv_1	4	0.0091
or4b_4	2	0.017
nand2_1	3	0.0068
nor4_2	1	0.0076
nor4b_4	1	0.014
dfstp_2	1	0.016
o31ai_1	4	0.018
nor4_4	2	0.026
nor3_1	1	0.0030
buf_4	2	0.0091
nor2_1	8	0.018
a21boi_0	6	0.027
[per-stage QoR]
step                      cells  power (mW)
after global routing        230       0.891
after detailed placement    222       0.542
after global placement      222       0.541
final                       230       0.855
after floorplan             135       0.528
after CTS                   230       0.864
[cells by family after synthesis]
family	count (synthesis)	synth area share
AND/OR/NAND/NOR	44	0.200
flip-flops	37	0.561
AND-OR/OR-AND	28	0.111
XOR/XNOR	9	0.0477
buffers and inverters	7	0.0204
adder cells (fa/ha/maj)	6	0.0454
multiplexers	2	0.0121
other	1	0.00227
[cells in the final DEF (no fill, tap or decap), types with 2 or more instances in the layout]
cell / netlist / final
a21boi_0: 6 / 6
a21oi_1: 5 / 5
a41oi_1: 2 / 2
and2_1: 3 / 3
clkbuf_8: 0 / 5
clkdlybuf4s50_1: 0 / 19
clkinv_2: 0 / 2
conb_1: 1 / 2
dfrtp_1: 36 / 36
ha_1: 6 / 6
inv_1: 4 / 4
mux2i_1: 2 / 2
nand2_1: 3 / 3
nand2b_1: 2 / 2
nand3_1: 6 / 6
nand4_1: 2 / 2
nor2_1: 8 / 8
nor2b_1: 2 / 2
nor3b_1: 2 / 2
nor4_4: 2 / 2
o21a_1: 2 / 2
o21ai_0: 7 / 7
o31ai_1: 4 / 4
or4_1: 2 / 2
or4b_4: 2 / 2
xnor2_1: 7 / 7
xor2_1: 2 / 2
[worst max-delay path: cells and delay by family (launching register included)]
kind	cells	cell delay [ns]
compound gates	1	0.15
simple gates	3	1.17
flops	1	0.43
[worst min-delay path by stage]
| stage | to | depth (start not counted) | slack, ns |
|---|---|---|---|
| 6_report | sync_pin_scl.pin_metastable2$_DFF_PN0_ | 0 | 0.35 |
| 4_1_cts | sync_pin_scl.pin_metastable2$_DFF_PN0_ | 0 | 0.35 |
| 5_1_grt | sync_pin_scl.pin_synced$_DFF_PN0_ | 0 | 0.37 |
[state kept, by name (all words and copies together), names as in the netlist, named ones only]
register                      cells
data_in_ready                     1
sync_pin_scl.pin_metastable2      1
addr                              8
state                             6
sync_pin_scl.pin_synced           1
prev_scl                          1
sync_pin_scl.pin_metastable1      1
data_in                           8
next_state                        6
counter                           1
sda_out                           1
Power and IR drop assume default switching activity.
